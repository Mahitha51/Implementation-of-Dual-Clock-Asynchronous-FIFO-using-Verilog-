### design/flow/config.mk
export PLATFORM = sky130hd
export DESIGN_NAME = asyn_fifo
export DESIGN_NICKNAME = asyn_fifo
export VERILOG_FILES = /design/flow/design.v
export SDC_FILE = /design/flow/constraint.sdc
export NUM_CORES = 4
export LEC_CHECK = 1
export CORE_UTILIZATION = 50
### design/flow/constraint.sdc
current_design asyn_fifo

set clk_period 5.9
set clk_io_pct 0.2

create_clock -name clk0 -period $clk_period [get_ports {rclk}]
create_clock -name clk1 -period $clk_period [get_ports {write_clk}]

set non_clock_inputs [all_inputs -no_clocks]
set_input_delay [expr $clk_period * $clk_io_pct] -clock clk0 $non_clock_inputs
set_output_delay [expr $clk_period * $clk_io_pct] -clock clk0 [all_outputs]
### design/flow/design.v
module asyn_fifo #(parameter DSIZE = 8,
					parameter ASIZE = 4)
  (output [DSIZE-1:0] read_data,
	output full,
	output rempty,
	input [DSIZE-1:0] write_data,
	input winc, write_clk, wrst_n,
	input rinc, rclk, rrst_n);
	wire [ASIZE-1:0] write_addr, read_addr;
	wire [ASIZE:0] wptr, read_ptr, rptr_q2, wptr_q2;
	sync_rtow instance1 (.rptr_q2(rptr_q2), .read_ptr(read_ptr),
							.write_clk(write_clk), .wrst_n(wrst_n));
	sync_wtor instance2 (.wptr_q2(wptr_q2), .wptr(wptr),
							.rclk(rclk), .rrst_n(rrst_n));
	fifo_mem #(DSIZE, ASIZE) instance3
								(.read_data(read_data), .write_data(write_data),
								.write_addr(write_addr), .read_addr(read_addr),
								.write_en(winc), .full(full),
								.write_clk(write_clk));
	rptr_empty #(ASIZE) instance4
								(.rempty(rempty), .read_addr(read_addr),
								.read_ptr(read_ptr), .wptr_q2(wptr_q2),
								.rinc(rinc), .rclk(rclk),
								.rrst_n(rrst_n));
	wptr_full #(ASIZE) instance5
								(.full(full), .write_addr(write_addr),
								.wptr(wptr), .rptr_q2(rptr_q2),
								.winc(winc), .write_clk(write_clk),
								.wrst_n(wrst_n));
endmodule 
module fifo_mem#(parameter datasize=8,parameter address = 4,parameter depth =16)
					 (output [datasize-1:0] read_data, 
					  input [datasize-1:0]  write_data, 
					  input [address-1:0] write_addr,read_addr,
					  input write_en,write_clk,full);
reg [datasize-1:0] mem [depth-1:0]; 			  
assign read_data = mem[read_addr];
always@(posedge write_clk)
	begin
		if(write_en && !full)
			mem[write_addr] = write_data;
	end
endmodule
module rptr_empty #(parameter ADDRSIZE = 4)
 (output reg rempty,
 output [ADDRSIZE-1:0] read_addr,
 output reg [ADDRSIZE :0] read_ptr,
 input [ADDRSIZE :0] wptr_q2,
 input rinc, rclk, rrst_n);
 reg [ADDRSIZE:0] rbin;
 wire [ADDRSIZE:0] rgraynext, rbinnext;
 always @(posedge rclk or negedge rrst_n)
 if (!rrst_n) {rbin, read_ptr} <= 0;
 else {rbin, read_ptr} <= {rbinnext, rgraynext};
 assign read_addr = rbin[ADDRSIZE-1:0];
 assign rbinnext = rbin + (rinc & ~rempty);
 assign rgraynext = (rbinnext>>1) ^ rbinnext;
 assign rempty_val = (rgraynext == wptr_q2);
 always @(posedge rclk or negedge rrst_n)
 if (!rrst_n) rempty <= 1'b1;
 else rempty <= rempty_val;
endmodule
module sync_rtow #(parameter address_size=4)
						(output reg [address_size:0] rptr_q2,
						 input [address_size:0] read_ptr,
                   input write_clk, wrst_n);
reg [address_size:0] rptr_q1;
 always @(posedge write_clk or negedge wrst_n)
 if (!wrst_n) {rptr_q2,rptr_q1} <= 0;
 else {rptr_q2,rptr_q1} <= {rptr_q1,read_ptr};
endmodule 
module sync_wtor#(parameter address_size=4)
                 (output reg [address_size:0] wptr_q2,
					   input [address_size:0] wptr,
                  input rclk, rrst_n);
 reg [address_size:0] wptr_q1;
 always @(posedge rclk or negedge rrst_n)
 if (!rrst_n) {wptr_q2,wptr_q1} <= 0;
 else {wptr_q2,wptr_q1} <= {wptr_q1,wptr};
endmodule 
module wptr_full #(parameter ADDRSIZE = 4)
 (output reg full,
 output [ADDRSIZE-1:0] write_addr,
 output reg [ADDRSIZE :0] wptr,
 input [ADDRSIZE :0] rptr_q2,
 input winc, write_clk, wrst_n);
 reg [ADDRSIZE:0] wbin;
 wire [ADDRSIZE:0] wgraynext, wbinnext;
 always @(posedge write_clk or negedge wrst_n)
 if (!wrst_n) {wbin, wptr} <= 0;
 else {wbin, wptr} <= {wbinnext, wgraynext};
 assign write_addr = wbin[ADDRSIZE-1:0];
 assign wbinnext = wbin + (winc & ~full);
 assign wgraynext = (wbinnext>>1) ^ wbinnext;
 assign full_val = (wgraynext=={~rptr_q2[ADDRSIZE:ADDRSIZE-1],
 rptr_q2[ADDRSIZE-2:0]});
 always @(posedge write_clk or negedge wrst_n)
 if (!wrst_n) full <= 1'b0;
 else full <= full_val;
endmodule
### design/flow/run.sh
#!/bin/bash
# OpenROAD 26Q1-2900-gdf79404cd8, Yosys 0.63+post, stock flow scripts
make -C /OpenROAD-flow-scripts/flow DESIGN_CONFIG=/design/flow/config.mk WORK_HOME=/design/flow/orfs finish
==> run notes <==
Results of the run.

The run finished with clean final reports. In the post-route report, total wirelength is listed as 11400 um. Detailed placement finished with a half-perimeter wire length of 7290 um. The die span in x is 115 um. The tool warning count is 26. The flow reported a cell area power density of 524 nW/um^2. In the Yosys stats the netlist draws on 28 distinct library cells.

The max-capacitance violation count is 0. The highest supply drop recorded on VDD is 330 uV. The type of element launching the critical path is a flop. By startpoint and endpoint, the worst setup path is classified as flop to output pin. The highest cell delay on the worst timing path is 0.82 ns.

The count of pins over their slew limit is 0. The most instantiated flip-flop cell in the synthesis netlist is sky130_fd_sc_hd__edfxtp_1. The yosys stat cell total is 322.

Looking at the power breakdown, the clock network takes 30.1% of the total. Setup total negative slack on the finished layout was measured at 0 ns. The initial utilization of the core area, before any placement, comes to 52.1%. The setup clock skew after layout is 0.00916 ns. The final timing report gives a worst setup slack of 1.80 ns. The kind of capture point of the worst setup path is an output pin. The global route total overflow is 0. The script extracted a total leakage power of 0.00268 uW. The fraction of synthesized cell area in xor and xnor cells is 4.01%. The number of gates resized after CTS is 0. The cell with the largest stage delay on the worst path is sky130_fd_sc_hd__dfrtp_2. Per STA, the worst path is made up of buf_4 -> mux4_2 -> a22oi_1 -> nand2_1 -> clkdlybuf4s50_1.

The placement report lists the number of port buffers as 22. Endpoints with negative setup slack in the final report add up to 0. For reference, full adder, half adder and majority cells occupy 0.787% of the area reported after synthesis. The all-layer global routing usage is 21.5%. The signal arrival time at the worst endpoint is 2.92 ns. In the routed design, unresolved DRC markers number 0. The area growth from synthesis to layout is 18.8%.

The fraction of registers with async set or reset after synthesis is 23.8%. The synthesized netlist devotes 3.89% of its cell area to simple gates. Counting flops with a built-in enable in the synthesized netlist gives 128. By area, the combinational part of the netlist is dominated by multiplexers. The net switching power in the latest report is 1100 uW. The number of warnings reported in the yosys synthesis log is 7.

The clock transition at the registers of the reported paths is 0.06 ns. In the synthesis report, Yosys lists the chip area as 6360 sq um. The global placer's final weighted congestion is 0.833. The register bit count reported by yosys is 168. The number of hold buffers added after CTS is 0.

The part of the Yosys area used for sequential elements is 76.2%. In this run the post-CTS setup repair buffer count came out at 0. The average routed wire per standard cell is 20.7 um. For this run, the script counts the antenna cells in the layout as 0.

The wire length of the first global-routing pass is 18200 um. The max-slew headroom at the worst pin is 34.2%. TritonCTS built the clock tree. The fraction of final layout cells sized beyond drive strength 1 is 22.9%. The via total after detailed routing is 3004. The power report attributes to the sequential group a share of 42.1%. The clock drives 168 sinks. The largest net degree at the start of global routing is 36.

The number of placement rows is 40. The pre-CTS setup slack is 2.01 ns. Of the total synthesized cell area, the portion taken by AND-OR and OR-AND cells is 2.38%.

The netlist area before placement is 6360 sq um. The transition time at the pin with the least slew margin is 0.983 ns. The vertical die size is 115 um. Per the post-run analysis, buffers plus inverters along the critical path come to 2. For this run, the detailed router reports a per-instance via density of 5.44. During I/O placement, the number of pins put on the boundary was 24. Once detail routing completed, the nets flagged for antenna violations numbered 0. The initial antenna violation count is 0.

The data required time reported for the critical path is 4.72 ns. The kind of cell adding the most delay to the critical path is buffers and inverters. The violation tally from detailed-route iteration zero is 172. Net switching is 27.8% of the power.

Setup repair after global routing left no endpoint under its margin. The via count of the first global-routing pass is 3393. According to the floorplan report, the total die area is 13200 sq um. The share of total power dissipated in combinational logic is 27.8%.

Counting every instance in the synthesized netlist gives 322. The report shows a maximum critical-path fanout of 21. The final total power is 3960 uW.

The hold violation count in the final report is 0. The tightest min-delay check is of the flop to flop type. The number of detailed-routing iterations run before antenna repair is 4. The internal power of the cells is 2860 uW. The multiplexer share of the synthesized area is 11.3%. The average footprint of a synthesized cell is 19.8 sq um.

The core area is 12200 sq um.
[path summary, 6_finish.rpt]
check	start	end	slack (ns)	cells past startpoint
setup / recovery	instance4.rbin[0]$_DFF_PN0_	read_data[4]	1.80	5
hold / removal	instance4.read_ptr[2]$_DFF_PN0_	instance1.rptr_q1[2]$_DFF_PN0_	0.22	0
setup reg to reg	instance4.rbin[0]$_DFF_PN0_	instance4.rempty$_DFF_PN1_	3.34	6
hold reg to reg	instance4.read_ptr[2]$_DFF_PN0_	instance1.rptr_q1[2]$_DFF_PN0_	0.22	0
max in group clk1	winc	instance5.full$_DFF_PN0_	2.94	9
max in group asynchronous	rrst_n	instance4.rempty$_DFF_PN1_	4.38	2
min in group clk0	instance2.wptr_q1[3]$_DFF_PN0_	instance2.wptr_q2[3]$_DFF_PN0_	0.33	0
min in group asynchronous	wrst_n	instance5.wptr[1]$_DFF_PN0_	1.12	2
[registers in the layout, indices dropped and copies added, names as in the netlist, 4 cells and up]
name and cells:
instance5.wptr 5, instance1.rptr_q2 5, instance2.wptr_q1 5, instance4.read_ptr 5, instance5.wbin 4, instance3.mem 128
instance1.rptr_q1 5, instance2.wptr_q2 5, instance4.rbin 4
[Yosys cell counts, drive strengths merged, types with 5 or more instances]
library cell,instances,area [sq um]
mux4,32,721
buf,10,48.8
or3,5,31.3
nand3,8,40.0
inv,6,22.5
dfrtp,39,976
nand2,13,48.8
a22oi,16,120
xnor2,10,95.1
xor2,13,114
nor2,15,56.3
edfxtp,128,3840
clkbuf,5,18.8
[layout make-up]
class,instances,area (sq um)
clock inverter,6,33.8
timing repair buffer,41,363
inverter,6,22.5
multi-input combinational,133,1430
tap,168,210
sequential,168,4850
clock buffer,30,653
fill,879,4660
[per-stage QoR]
step	util (%)	area, sq um	hold WS, ns	std cells
detailed placement	56.2	6870	0.335	516
floorplan	-	6360	0.331	322
global route	61.9	7550	0.215	552
CTS	61.9	7550	0.206	552
global placement	56.2	6870	0.332	516
finish	61.9	7550	0.217	552
[placed cells by master, fill, tap and decap left out, types with 2 or more instances in the layout]
cell type / count
sky130_fd_sc_hd__nor2b_1: 2
sky130_fd_sc_hd__nand2_1: 13
sky130_fd_sc_hd__inv_1: 6
sky130_fd_sc_hd__xor2_1: 13
sky130_fd_sc_hd__nor2_1: 15
sky130_fd_sc_hd__inv_4: 3
sky130_fd_sc_hd__clkdlybuf4s50_1: 22
sky130_fd_sc_hd__a22oi_1: 16
sky130_fd_sc_hd__clkinv_2: 3
sky130_fd_sc_hd__clkbuf_16: 24
sky130_fd_sc_hd__clkbuf_1: 3
sky130_fd_sc_hd__nor3_1: 4
sky130_fd_sc_hd__xnor2_1: 9
sky130_fd_sc_hd__clkbuf_8: 3
sky130_fd_sc_hd__or3_1: 5
sky130_fd_sc_hd__mux4_2: 32
sky130_fd_sc_hd__nand2b_1: 3
sky130_fd_sc_hd__dfrtp_1: 38
sky130_fd_sc_hd__ha_1: 4
sky130_fd_sc_hd__nand3_1: 8
sky130_fd_sc_hd__buf_4: 19
sky130_fd_sc_hd__edfxtp_1: 128
[per-layer routing]
metal / vias up / track usage (%) / share of wire [%]
li1: 1353 / - / -
met1: 1485 / 32.3 / 40
met2: 150 / 30.3 / 46
met3: 14 / 14.5 / 13
met4: 2 / 2.08 / 0.86
met5: - / 2.22 / 0.36
[power by group through the flow]
stage	clock network [uW]	logic (uW)	registers, uW
5_1_grt	1270	1210	1700
6_report	1190	1100	1670
4_1_cts	1220	1110	1680
[cells by family after synthesis]
logic type,Yosys count
AND-OR/OR-AND,19
XOR/XNOR,25
adder cells (fa/ha/maj),4
buffers and inverters,21
flip-flops,168
multiplexers,32
AND/OR/NAND/NOR,53
No activity file was given, so power comes from the tool's default toggle rates.
